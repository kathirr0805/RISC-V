### ./design.v
module Adder(in_1, in_2, Sum_out);
    input [31:0] in_1, in_2;
    output [31:0] Sum_out;
    assign Sum_out = in_1 + in_2;
endmodule
### ./run.sh
#!/bin/bash
# OpenROAD 26Q1-2900-gdf79404cd8, Yosys 0.63+post, stock flow scripts
make -C /OpenROAD-flow-scripts/flow DESIGN_CONFIG=/design/flow/config.mk WORK_HOME=/design/flow/orfs finish
### ./config.mk
export PLATFORM = sky130hd
export DESIGN_NAME = Adder
export DESIGN_NICKNAME = Adder
export VERILOG_FILES = /design/flow/design.v
export SDC_FILE = /design/flow/constraint.sdc
export NUM_CORES = 4
export LEC_CHECK = 1
export CORE_AREA = 10 10 107 107
export DIE_AREA = 0 0 117 117
### ./constraint.sdc
current_design Adder

set clk_period 24.1
set clk_io_pct 0.2

create_clock -name clk0 -period $clk_period

set non_clock_inputs [all_inputs -no_clocks]
set_input_delay [expr $clk_period * $clk_io_pct] -clock clk0 $non_clock_inputs
set_output_delay [expr $clk_period * $clk_io_pct] -clock clk0 [all_outputs]
==> impl_metrics.env <==
# source this file to load flow results
export IMPL_run_status="complete, no violations"
export IMPL_ys_seq_frac=0
export IMPL_cap_violations=0
export IMPL_drt_initial_drc_count=86
export IMPL_overflow=0
export IMPL_fp_coreArea_mm2=0.00920
export IMPL_met3RoutedLength_um=611
export IMPL_grt_max_degree=11
export IMPL_top_logic_kind="AND-OR/OR-AND gates"
export IMPL_cp_end_kind="output pin"
export IMPL_num_io_pins=96
export IMPL_ys_sh_aoi=0.393
export IMPL_crit_chain="clkdlybuf4s50_1, ha_1, fa_1, a21o_1, a31o_2, nand3_1, o221ai_1, a311oi_1, o21bai_1, xor2_1, clkdlybuf4s50_1"
export IMPL_synth_top_cell_by_area="ha_1"
export IMPL_wl_met2_um=2840
export IMPL_initCoreUtil=0.190
export IMPL_adder_share=0.234
export IMPL_hold_class="in -> out"
export IMPL_yosysWarnings=0
export IMPL_area_growth_pct=60.5
export IMPL_period_needed_ns=12.66
export IMPL_period_used=0.525
export IMPL_port_buffers=96
export IMPL_drc=0
export IMPL_ant_nets=0
export IMPL_cts_hold_buf=0
export IMPL_slew_headroom=0.651
export IMPL_worstMarginPinSlew_ns=0.510
export IMPL_synth_top_area_share=0.222
export IMPL_mux_area_frac=0.0115
export IMPL_ys_top_cells_by_count="ha_1 (31), a21oi_1 (29), a21o_1 (19)"
export IMPL_worst_ep_arrival_time_ns=7.84
export IMPL_numSequentialCells=0
export IMPL_highest_layer="met3"
export IMPL_setup_tns_ns=0
export IMPL_die_w_um=117
export IMPL_synth_stat_cells=241
export IMPL_synth_top_cell_by_count="ha_1"
export IMPL_syn_cell_area_mm2=0.00174
export IMPL_grt_pass1_vias=2138
export IMPL_wire_per_inst_um=14.4
export IMPL_area_sequential_um2=0
export IMPL_dr_pass1_iters=5
export IMPL_post_cts_buffers=0
export IMPL_postSynthAreaPerCell_um2=7.24
export IMPL_critPathCapture="Sum_out[26]"
export IMPL_pwr_density_cell_mw_per_mm2=29.0
export IMPL_warnings=32
export IMPL_die_h_um=117
export IMPL_rows=35
export IMPL_setup_viol=0
export IMPL_cp_max_fo=4
export IMPL_p_leak_uw=0.00118
export IMPL_antenna_found_initial=0
export IMPL_ys_chip_area_mm2=0.00174
export IMPL_critPathLaunch="in_1[0]"
export IMPL_cp_common_cell="clkdlybuf4s50_1"
export IMPL_worstPathRequired_ns=19.28
export IMPL_netlist_top_cells_area="ha_1 (22%), a21oi_1 (8.3%), a21o_1 (8.2%), xor2_1 (7.5%), xnor2_1 (6.5%)"
export IMPL_nClkBuffers=0
export IMPL_yosys_area_share_simple=0.183
export IMPL_cts_resized=0
export IMPL_start_kind="input port"
export IMPL_drt_wl_total_um=6310
export IMPL_place_hpwl_um=5550
export IMPL_via_count=2102
export IMPL_rsz0062_at_grt="no"
export IMPL_grt_pass1_wl_um=10300
export IMPL_routabilityCongestion=0.828
export IMPL_slew_violations=0
export IMPL_syn_inst=241
export IMPL_worst_slack_ns=11.44
export IMPL_met1Wirelength_um=2850
export IMPL_vias_per_cell=4.81
export IMPL_pre_cts_ws_ns=11.45
export IMPL_hold_viol=0
export IMPL_path_class="in -> out"
export IMPL_chipArea_mm2=0.0137
export IMPL_cp_slowest_stage_delay_ns=0.50
export IMPL_diodes=0
export IMPL_synth_xor_area_share=0.141
export IMPL_critPathSlowestCell="clkdlybuf4s50_1"
export IMPL_fmax_ghz=0.0790
export IMPL_yosysUniqueCellTypes=50
export IMPL_grt_usage=0.0891
export IMPL_drive_above_1_share=0.0307
export IMPL_irDropWorstVdd_uv=13.7
## critical path: cells and delay by family
| family | cells | cell delay (ns) |
|---|---|---|
| buffers and inverters | 2 | 0.90 |
| and+or+nand+nor | 1 | 0.09 |
| adders and majority gates | 2 | 0.65 |
| AOI/OAI and AO/OA | 5 | 1.24 |
| xor gates and xnor gates | 1 | 0.13 |
## how the worst min path moves through the flow
stage	to	depth (start not counted)	startpoint
4_1_cts	Sum_out[0]	3	in_2[0]
5_1_grt	Sum_out[0]	3	in_2[0]
6_report	Sum_out[0]	3	in_2[0]
## power breakdown
part / switching [uW] / internal [uW] / total [uW]
clock: 0 / 0 / 0
combinational: 32.9 / 48.4 / 81.3
sequential: 0 / 0 / 0
## final cells by class
type / instances / area (um2)
fill: 976 / 6400
inverter: 6 / 22.5
multi-input combinational: 224 / 1680
tap: 111 / 139
timing repair buffer: 96 / 961
## cells by family (layout without fill, tap and decap cells)
family / after synthesis / in the layout
AOI/OAI and AO/OA: 97 / 97
and+or+nand+nor: 65 / 65
adders and majority gates: 32 / 32
xor gates and xnor gates: 28 / 28
buffers and inverters: 17 / 102
muxes: 2 / 2
## through the flow
step	power [uW]	util	hold WS (ns)	instance area (um2)	instances
after floorplan	38.5	-	9.71	1740	241
after global placement	82.2	0.304	10.67	2800	437
after detailed placement	81.9	0.304	10.68	2800	437
after CTS	82.7	0.304	10.68	2800	437
after global routing	90.5	0.304	10.73	2800	437
final	81.3	0.304	10.67	2800	437
## metal layers
metal	GRT usage	up-vias
met3	0.0279	0
met1	0.115	944
met2	0.151	65
li1	-	1093
met4	0	0
met5	0	-
## placed cells by master, fill, tap and decap left out, drive strengths merged, types with 3 or more instances in the layout
master         instances
a311oi                 3
nand2                 18
or2                    3
a21oi                 29
clkdlybuf4s50         96
nor2                  12
ha                    31
xor2                  15
nand3                 10
o211ai                 3
a31oi                  3
a211oi                 3
inv                    6
nor3                   4
nand4                  8
o21ai                 15
o21bai                 5
xnor2                 13
a21o                  19
Power figures rest on the tool's default switching activity, not on a simulated workload.
